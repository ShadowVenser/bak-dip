==> design.v <==
module new_pwm_v2(
  input         clock,
                reset,
  input  [31:0] wr_data,
  input         cs,
                wr_n,
  input  [1:0]  addr,
  output [31:0] rd_data,
  output [7:0]  pwm_out
);
  reg [31:0] div;
  reg [31:0] duty_a;
  reg [31:0] duty_b;
  reg [31:0] counter;
  reg        off_a;
  reg        off_b;
  always @(posedge clock) begin
    if (reset) begin
      div <= 32'h0;
      duty_a <= 32'h0;
      duty_b <= 32'h0;
      counter <= 32'h0;
      off_a <= 1'h0;
      off_b <= 1'h0;
    end
    else begin
      automatic logic duty_en = cs & ~wr_n & addr[1];
      if (cs & ~wr_n & ~(addr[1]))
        div <= wr_data;
      if (duty_en & ~(addr[0]))
        duty_a <= wr_data;
      if (duty_en & addr[0])
        duty_b <= wr_data;
      if (counter >= div)
        counter <= 32'h0;
      else
        counter <= counter + 32'h1;
      off_a <= counter >= duty_a | (|counter) & off_a;
      off_b <= counter >= duty_b | (|counter) & off_b;
    end
  end  
  assign rd_data = addr[1] ? (addr[0] ? duty_b : duty_a) : div;
  assign pwm_out = {{4{~off_a}}, {4{~off_b}}};
endmodule
==> run.sh <==
#!/bin/bash
# OpenROAD 26Q1-2900-gdf79404cd8, Yosys 0.63+post, stock flow scripts
make -C /OpenROAD-flow-scripts/flow DESIGN_CONFIG=/design/flow/config.mk WORK_HOME=/design/flow/orfs finish
==> config.mk <==
export PLATFORM = sky130hd
export DESIGN_NAME = new_pwm_v2
export DESIGN_NICKNAME = new_pwm_v2
export VERILOG_FILES = /design/flow/design.v
export SDC_FILE = /design/flow/constraint.sdc
export NUM_CORES = 4
export LEC_CHECK = 1
export CORE_UTILIZATION = 30
export SYNTH_HDL_FRONTEND = slang
==> constraint.sdc <==
current_design new_pwm_v2

set clk_period 5.0
set clk_io_pct 0.2

create_clock -name clk0 -period $clk_period [get_ports {clock}]

set non_clock_inputs [all_inputs -no_clocks]
set_input_delay [expr $clk_period * $clk_io_pct] -clock clk0 $non_clock_inputs
set_output_delay [expr $clk_period * $clk_io_pct] -clock clk0 [all_outputs]
==> results_dict.tcl <==
# yosys + openroad results
set metrics [dict create \
    status "finished, final reports clean" \
    chip_area_mm2 0.0274 \
    clk_pin_slew_worst_paths_ns 0.05 \
    port-buffer-count 77 \
    synth-edff-count 0 \
    htree_levels 4 \
    slew_headroom 0.488 \
    holdBufCountCts 0 \
    grt_setup_unrepaired "no" \
    post-route-period-util 0.731 \
    drt_pass1_iterations 20 \
    vias_per_cell 4.84 \
    drive_gt1_frac 0.0653 \
    yosysWarnings 0 \
    numCtsBuffers 17 \
    max-cap-violations 0 \
    worstRegToRegCells 7 \
    crit_required_ns 4.00 \
    grt_pass1_vias 6688 \
    setup_ws_ns 1.35 \
    antennaDiodeCount 0 \
    yosysUniqueCellTypes 50 \
    cts_resized 0 \
    syn2layout_area_growth_pct 21.5 \
    worstSetupStartpointType "primary input" \
    p_leak_nw 3.72 \
    dp_hpwl_um 15100 \
    die_x_um 165 \
    critPathMaxFanout 20 \
    fmaxAchievable_mhz 274 \
    r2r-start "counter[14]$_SDFF_PP0_" \
    crit_end "rd_data[0]" \
    post-place-ws_ns 1.34 \
    drc_errors 0 \
    grt_max_degree 65 \
    p_per_area_mw_per_mm2 297 \
    reg2reg_to "counter[18]$_SDFF_PP0_" \
    num_io_pins 78 \
    antenna_found_initial 0 \
    hold_path_depth 2 \
    root_buffer "clkbuf_16" \
    timing.hold.ws_ns 0.470 \
    hp-class "reg -> reg" \
    die_h_um 165 \
    grt_pass1_wl_um 34200 \
    fin_skew_ns 0.0101 \
    netlist_area_mm2 0.00802 \
    warning_count 26 \
    cts_setup_buffers 0 \
    insertion_delay_ns 0.42 \
    ys_seq_frac 0.325 \
    grt_usage 0.161 \
    most-common-layout-cells "218 x nand2_1, 164 x a21oi_1, 130 x dfxtp_1" \
    wl_um 21000 \
    gp_congestion 0.849 \
    postRouteAntennaNets 0 \
    vdd_ir_drop_max_v 0.000157 \
    ys_ff 130 \
    synth_area_per_cell_um2 7.70 \
    worst_pin_slew_ns 0.768 \
    fp_util 0.307 \
    arrival_ns 2.65 \
    ys_cells 1042 \
    num_vias 6957 \
    coreArea_mm2 0.0261 \
    crit_type "in -> out" \
    layout_top_cell "nand2_1" \
    ys_chip_area_mm2 0.00802 \
    ff_type "dfxtp_1" \
    setup.worst_path.start "addr[0]" \
    tns_ns 0 \
    drt_iter0_drc 310 \
    r2r_slack_ns 2.26 \
    clk_path_buf_depth 2 \
    cp-end-kind "primary output" \
    cts_tree "done" \
    layout_min_cycle_time_ns 3.65 \
    hold_viol 0 \
    cts_sinks 130 \
    setup_viol 0 \
    wl_per_cell_um 14.6 \
    fin_util 0.373 \
    overflow 0 \
    syn-instance-count 1042 \
    core.rowCount 59 \
    slew_viol_final 0 \
    async_flop_share 0 \
]
==> registers in the layout, summed over array words and instances, names as in the netlist <==
register,flops
duty_b,32
off_a,1
counter,32
duty_a,32
off_b,1
div,32
==> worst min path at each step <==
stage                              startpoint                      end  slack (ns)
after CTS             duty_b[20]$_SDFFE_PP0P_  duty_b[20]$_SDFFE_PP0P_        0.47
final                 duty_b[20]$_SDFFE_PP0P_  duty_b[20]$_SDFFE_PP0P_        0.47
after global routing  duty_b[11]$_SDFFE_PP0P_  duty_b[11]$_SDFFE_PP0P_        0.49
==> cell usage after synthesis, types with 3 or more instances <==
| cell | count | area (um^2) |
|---|---|---|
| nand2_1 | 218 | 818 |
| a21oi_1 | 164 | 821 |
| dfxtp_1 | 130 | 2600 |
| ha_1 | 98 | 1230 |
| inv_1 | 97 | 364 |
| nor2_1 | 50 | 188 |
| clkbuf_1 | 35 | 131 |
| mux2i_1 | 32 | 320 |
| nand4_1 | 28 | 175 |
| xor2_1 | 24 | 210 |
| nand3_1 | 22 | 110 |
| nor3_1 | 20 | 100 |
| nor3_2 | 15 | 150 |
| buf_2 | 11 | 55.1 |
| o21ai_0 | 11 | 55.1 |
| buf_4 | 8 | 60.1 |
| nor4_1 | 8 | 50.1 |
| and4_1 | 6 | 52.6 |
| xnor2_1 | 6 | 52.6 |
| a21o_1 | 5 | 37.5 |
| and3_1 | 5 | 31.3 |
| nand2b_1 | 4 | 25.0 |
| buf_1 | 3 | 11.3 |
| nor2b_1 | 3 | 18.8 |
==> worst max-delay path, stage by stage <==
cell	delay (ns)
buf_2	0.48
buf_12	0.26
mux2i_1	0.10
a21oi_1	0.28
clkdlybuf4s50_1	0.52
==> area by class of cell <==
type                            count  area (um^2)
Inverter                           97          364
Tap cell                          335          419
Clock buffer                       20          467
Sequential cell                   130         2600
Multi-Input combinational cell    757         4810
Timing Repair Buffer               87          856
Fill cell                        2678        16400
Clock inverter                     12          225
==> layer usage <==
layer | GRT usage | vias up | wire (um)
li1 | - | 3630 | -
met1 | 0.235 | 3196 | 10400
met2 | 0.256 | 107 | 9580
met3 | 0.0237 | 24 | 711
met4 | 0.0269 | 0 | 349
met5 | 0 | - | 0
==> power breakdown <==
part           switching (W)  total, W  internal (W)
sequential         0.0000296   0.00109       0.00106
clock               0.000476   0.00145      0.000978
combinational       0.000186  0.000348      0.000162
==> stage by stage <==
step,total power [W],cells,instance area (um^2)
global route,0.00302,1438,9740
detailed placement,0.00147,1406,9050
finish,0.00290,1438,9740
CTS,0.00293,1438,9740
floorplan,0.00131,1042,8020
global placement,0.00146,1406,9050
==> cells by family after synthesis <==
family                     share of synthesized area
DFF                                            0.325
xor gates and xnor gates                      0.0328
adders and majority gates                      0.153
buffers and inverters                         0.0782
muxes                                         0.0399
and+or+nand+nor                                0.235
AOI/OAI and AO/OA                              0.137
No activity file was given, so power comes from the tool's default toggle rates.
