==> flow/design.v <==
module pwm_only_v2
(
	clk, wr_data, cs, wr_n, addr, clr_n, rd_data, pwm_out
);
	input clk;
	input [31:0] wr_data;
	input cs;
	input wr_n;
	input [1:0] addr;
	input clr_n;
	output [31:0] rd_data;
	output [7:0] pwm_out;
	reg [31:0] div;
	reg [31:0] duty_a;
	reg [31:0] duty_b;
	reg [31:0] counter;
	reg		  off_a;
	reg		  off_b;
	reg [31:0] rd_data;
	wire div_en, duty_en;
	assign div_en = cs & !wr_n & !addr[1];
	assign duty_en = cs & !wr_n & addr[1];
	assign duty_a_en = duty_en & !addr[0];
	assign duty_b_en = duty_en & addr[0];
	always @(posedge clk or negedge clr_n)
	begin
		if (clr_n == 0)
		begin
			div <= 0;
			duty_a <= 0;
			duty_b <= 0;
		end
		else
		begin
			if (div_en)	div <= wr_data;
			if (duty_a_en) duty_a <= wr_data;
			if (duty_b_en) duty_b <= wr_data;
		end		
	end
	always @(*)
	begin
		if (addr[1] == 0)
			rd_data = div;
		else
			if (addr[0] == 0)
				rd_data = duty_a;
			else
				rd_data = duty_b;
	end
	always @(posedge clk or negedge clr_n)
	begin
		if (clr_n == 0)
			counter <= 0;
		else
			if (counter >= div)
				counter <= 0;
			else	
				counter <= counter + 1;
	end
	always @(posedge clk or negedge clr_n)
	begin
		if (clr_n == 0)
			off_a <= 0;
		else
			if (counter >= duty_a)
				off_a <= 1;
			else
				if (counter == 0)
					off_a <= 0;
				else
					off_a <= off_a;
	end
	always @(posedge clk or negedge clr_n)
	begin
		if (clr_n == 0)
			off_b <= 0;
		else
			if (counter >= duty_b)
				off_b <= 1;
			else
				if (counter == 0)
					off_b <= 0;
				else
					off_b <= off_b;
	end
	assign pwm_out = {4{!off_a}} << 4 | {4{!off_b}};
endmodule
==> flow/run.sh <==
#!/bin/bash
# OpenROAD 26Q1-2900-gdf79404cd8, Yosys 0.63+post, stock flow scripts
make -C /OpenROAD-flow-scripts/flow DESIGN_CONFIG=/design/flow/config.mk WORK_HOME=/design/flow/orfs finish
==> flow/config.mk <==
export PLATFORM = sky130hd
export DESIGN_NAME = pwm_only_v2
export DESIGN_NICKNAME = pwm_only_v2
export VERILOG_FILES = /design/flow/design.v
export SDC_FILE = /design/flow/constraint.sdc
export NUM_CORES = 4
export LEC_CHECK = 1
export CORE_UTILIZATION = 40
export SYNTH_HDL_FRONTEND = slang
==> flow/constraint.sdc <==
current_design pwm_only_v2

set clk_period 7.5
set clk_io_pct 0.2

create_clock -name clk0 -period $clk_period [get_ports {clk}]

set non_clock_inputs [all_inputs -no_clocks]
set_input_delay [expr $clk_period * $clk_io_pct] -clock clk0 $non_clock_inputs
set_output_delay [expr $clk_period * $clk_io_pct] -clock clk0 [all_outputs]
==> GITHUB_STEP_SUMMARY <==
## Synthesis and layout report

| Metric | Value |
|---|---|
| Largest net degree at the start of global routing | `68` |
| Critical Path End Type | `output pin` |
| Initial DRC Count | `343` |
| Area delta synth->final | `18.86%` |
| Worst slack at placement | `3.034 ns` |
| RR Endpoint | `counter[0]` |
| Routed Antenna Nets | `0` |
| PD cells | `222.1 nW/um2` |
| Post-CTS resize count | `0` |
| Main flop type | `dfrtp_1` |
| Final hold violation count | `0` |
| Top Layout Cells | `dfrtp_1, inv_1, ha_1, nand2_1, clkdlybuf4s50_1` |
| Setup bufs post-CTS | `0` |
| Die H | `147.7 um` |
| Core ar. | `20,490 um2` |
| Hold_ws | `0.5308 ns` |
| Setup TNS | `0 ns` |
| Hold path start | `duty_b[25]` |
| Unrepaired setup endpoints after global routing | `false` |
| H-tree Lvls | `4` |
| Fin worst setup slack | `3.042 ns` |
| Die Wd | `147.7 um` |
| Root Buffer | `clkbuf_16` |
| Latency at later pin | `0.42 ns` |
| Worst Skew | `0.007695 ns` |
| Yosys top cell by area | `dfrtp_1` |
| Critical Path Source Type | `input pin` |
| Relative slew slack | `52.13%` |
| Cell Chain, Critical Path | `buf_2 -> buf_4 -> mux2i_1 -> a21oi_1 -> clkdlybuf4s50_1` |
| Measured slew at the worst slew-check pin | `0.7181 ns` |
| Site row count | `52` |
| Fp_density | `41.42%` |
| Drt via density | `5.144` |
| Syn avg cell area | `9.571 um2` |
| Gp weighted congestion | `0.8374` |
| Fin crit share | `59.44%` |
| Clk pin slew, worst setup/hold paths | `0.06 ns` |
| Drt pass-1 iters | `6` |
| Distinct lib cells | `48` |
| Worst reg-to-reg path cell count | `8` |
| Hold Path End | `duty_b[25]` |
| Crit path kind | `in -> out` |
| Synth Instances | `887` |
| Post-synth EDFFs | `0` |
| IO Count | `78` |
| Post-synthesis cell area | `8489 um2` |
| RR Startpoint | `counter[0]` |
| Max stage delay on crit path | `0.53 ns` |
| Worst endpoint required time | `6.00 ns` |
| CTS Hold Buffers Added | `0` |
| Port Buf Inserts | `77` |
| Remaining DRCs | `0` |
| Worst VDD drop | `0.1528 mV` |
| Vias | `6,343` |
| Fmax | `224.3 MHz` |
| Post-synth seq share | `38.32%` |
| Status | `finished, final reports clean` |
| Maxcap violations | `0` |
| Total Power | `2241 uW` |
| Fin crit period | `4.458 ns` |
| Vias in the first global route | `6,086` |
| Maximum buffer depth of the clock tree | `2` |
| Final tally of max-slew violations | `0` |
| Top cells, area | `dfrtp_1, ha_1, inv_1` |
| FF-to-FF setup slack | `4.90 ns` |
| Synth warn | `0` |
| Post-synth top area share | `38.32%` |
| Max FO, Critical Path | `34` |
| Synth flops | `130` |
| Hold depth | `1` |
| Most numerous logic cell after layout | `dfrtp_1` |
| Routed WL | `19.69 mm` |
| # diodes | `0` |
| Crit path DAT | `2.96 ns` |
| Die area | `21,810 um2` |
| Initial antenna violation count | `0` |
| CTS buffer count | `17` |
| First-pass GRT wire length | `32.88 mm` |
| GR Util All Layers | `19.50%` |
| Post-synth ARST share | `100.0%` |
| Clock Sinks | `130` |
| Static Leak | `0.004815 uW` |
| YS chip area | `8489 um2` |
| CP max-delay cell | `buf_4` |
| Total gr overflow | `0` |
| Post-DP HPWL | `13.88 mm` |
| WL/cell | `15.97 um` |
| Min-Delay Path Class | `reg -> reg` |
| Log Warnings | `26` |
| Final setup violation count | `0` |
| CTS tree | `yes` |
| Fraction of layout cells with a size suffix above 1 | `12.05%` |
| Yosys cell count | `887` |
synth_stat cells (2+ instances only):
cell,n
a211oi_1,5
a211oi_2,30
a21o_1,24
a21oi_1,65
a221o_1,3
and2_1,2
and3_1,4
and4_1,7
buf_1,3
buf_12,3
buf_4,6
clkbuf_1,30
dfrtp_1,130
ha_1,98
inv_1,104
mux2_2,34
mux2i_1,32
nand2_1,83
nand2b_1,2
nand3_1,16
nand4_1,26
nor2_1,43
nor2b_1,2
nor3_1,5
nor4_1,8
o211ai_1,2
o21ai_0,69
o21ai_1,2
o31ai_1,2
xnor2_1,9
xor2_1,21
stage by stage:
step	utilization (%)	cell area, um2	cells
floorplan	-	8489	887
global placement	46.22	9473	1202
detailed placement	46.22	9473	1202
CTS	49.24	10090	1233
global route	49.24	10090	1233
finish	49.24	10090	1233
layer usage:
metal	vias up	share of wire (%)	global-route usage, %
met1	2993	52	32.24
met3	12	3.1	2.772
li1	3248	-	-
met4	0	0.93	1.701
met5	-	0	0
met2	90	44	29.03
cells by family (layout without fill, tap and decap cells):
group | Yosys count | in the layout | share of synthesized area [%]
multiplexers | 66 | 66 | 8.283
AND/OR/NAND/NOR | 207 | 207 | 11.83
adder cells (fa/ha/maj) | 98 | 98 | 14.44
buffers and inverters | 148 | 224 | 7.487
AND-OR/OR-AND | 208 | 208 | 16.54
flip-flops | 130 | 130 | 38.32
XOR/XNOR | 30 | 30 | 3.095
worst max-delay path by stage:
stage	to	slack, ns	from
after CTS	rd_data[6]	3.03	addr[0]
final	rd_data[3]	3.04	addr[0]
after global routing	rd_data[6]	2.91	addr[0]
sequential cells by signal (all words and copies together), names as in the netlist:
signal / flops
duty_b: 32
off_a: 1
counter: 32
duty_a: 32
div: 32
off_b: 1
final cells by class:
type	instances	area, um2
inverter	104	390.4
fill	1922	10400
tap	270	337.8
timing repair buffer	89	848.3
clock inverter	10	157.7
multi-input combinational	609	4643
sequential	130	3253
clock buffer	21	460.4
where the power goes:
part / switching (uW) / internal (uW) / leakage [uW]
sequential: 73.2 / 809 / 0.00163
clock: 306 / 570 / 0.000295
combinational: 238 / 244 / 0.00289
critical path, delay by kind of cell:
family / cells / cell delay, ns
buf+inv: 3 / 1.08
mux: 1 / 0.17
compound gates: 1 / 0.18
Power figures rest on the tool's default switching activity, not on a simulated workload.
