[./design.v]
module top(
	input [31:0] pwm_only_v2,
	input pwm_only_v2_1,
	input pwm_only_v2_2,
	input [1:0] pwm_only_v2_3,
	output reg [31:0] pwm_only_v2_4,
	output [7:0] pwm_only_v2_5,
	input sys_clk,
	input sys_rst
);
reg [31:0] pwm_only_v26 = 32'd0;
reg [31:0] pwm_only_v27 = 32'd0;
reg [31:0] pwm_only_v28 = 32'd0;
reg [31:0] pwm_only_v29 = 32'd0;
reg pwm_only_v210 = 1'd0;
reg pwm_only_v211 = 1'd0;
wire pwm_only_v212;
wire pwm_only_v213;
wire pwm_only_v214;
wire pwm_only_v215;
// synthesis translate_off
reg dummy_s;
initial dummy_s <= 1'd0;
// synthesis translate_on
assign pwm_only_v212 = ((pwm_only_v2_1 & (~pwm_only_v2_2)) & (~pwm_only_v2_3[1]));
assign pwm_only_v213 = ((pwm_only_v2_1 & (~pwm_only_v2_2)) & pwm_only_v2_3[1]);
assign pwm_only_v214 = (pwm_only_v213 & (~pwm_only_v2_3[0]));
assign pwm_only_v215 = (pwm_only_v213 & pwm_only_v2_3[0]);
// synthesis translate_off
reg dummy_d;
// synthesis translate_on
always @(*) begin
	pwm_only_v2_4 <= 32'd0;
	if ((pwm_only_v2_3[1] == 1'd0)) begin
		pwm_only_v2_4 <= pwm_only_v26;
	end else begin
		if ((pwm_only_v2_3[0] == 1'd0)) begin
			pwm_only_v2_4 <= pwm_only_v27;
		end else begin
			pwm_only_v2_4 <= pwm_only_v28;
		end
	end
// synthesis translate_off
	dummy_d <= dummy_s;
// synthesis translate_on
end
assign pwm_only_v2_5 = (({4{(~pwm_only_v210)}} <<< 3'd4) | {4{(~pwm_only_v211)}});
always @(posedge sys_clk) begin
	if (pwm_only_v212) begin
		pwm_only_v26 <= pwm_only_v2;
	end
	if (pwm_only_v214) begin
		pwm_only_v27 <= pwm_only_v2;
	end
	if (pwm_only_v215) begin
		pwm_only_v28 <= pwm_only_v2;
	end
	if ((pwm_only_v29 >= pwm_only_v26)) begin
		pwm_only_v29 <= 1'd0;
	end else begin
		pwm_only_v29 <= (pwm_only_v29 + 1'd1);
	end
	if ((pwm_only_v29 >= pwm_only_v27)) begin
		pwm_only_v210 <= 1'd1;
	end else begin
		if ((pwm_only_v29 == 1'd0)) begin
			pwm_only_v210 <= 1'd0;
		end else begin
			pwm_only_v210 <= pwm_only_v210;
		end
	end
	if ((pwm_only_v29 >= pwm_only_v28)) begin
		pwm_only_v211 <= 1'd1;
	end else begin
		if ((pwm_only_v29 == 1'd0)) begin
			pwm_only_v211 <= 1'd0;
		end else begin
			pwm_only_v211 <= pwm_only_v211;
		end
	end
	if (sys_rst) begin
		pwm_only_v26 <= 32'd0;
		pwm_only_v27 <= 32'd0;
		pwm_only_v28 <= 32'd0;
		pwm_only_v29 <= 32'd0;
		pwm_only_v210 <= 1'd0;
		pwm_only_v211 <= 1'd0;
	end
end
endmodule
[./run.sh]
#!/bin/bash
# OpenROAD 26Q1-2900-gdf79404cd8, Yosys 0.63+post, stock flow scripts
make -C /OpenROAD-flow-scripts/flow DESIGN_CONFIG=/design/flow/config.mk WORK_HOME=/design/flow/orfs finish
[./config.mk]
export PLATFORM = sky130hd
export DESIGN_NAME = top
export DESIGN_NICKNAME = top
export VERILOG_FILES = /design/flow/design.v
export SDC_FILE = /design/flow/constraint.sdc
export NUM_CORES = 4
export LEC_CHECK = 1
export CORE_UTILIZATION = 50
export SYNTH_HDL_FRONTEND = slang
[./constraint.sdc]
current_design top

set clk_period 4.7
set clk_io_pct 0.2

create_clock -name clk0 -period $clk_period [get_ports {sys_clk}]

set non_clock_inputs [all_inputs -no_clocks]
set_input_delay [expr $clk_period * $clk_io_pct] -clock clk0 $non_clock_inputs
set_output_delay [expr $clk_period * $clk_io_pct] -clock clk0 [all_outputs]
==> results.cfg <==
; implementation run metrics
[sta]
tightestPinTransition_ps = 786
slew_viol_final = 0
relSlewSlack_pct = 47.4
setup_viol = 0
finalHoldViolCount = 0
skew_ps = 10.4
max_freq_mhz = 283
fin_crit_sh_pct = 75.2
rsz0062_at_grt = no
final.setup.tns_ps = 0
period_needed_ps = 3530

[routing]
avgRoutedWirePerCell_um = 14.9
diodes = 0
vias = 7022
drtIter0Drc = 248
routed_via_density = 5.28
wl_um = 19800
dr.pass1.iters = 4
antenna_left = 0
drc = 0

[die]
die_area_um2 = 16700
die_w_um = 129
io_pins = 78
num_rows = 46
die_y_um = 129
fp-utilization_pct = 51.0
fp.coreArea_um2 = 15800

[synth]
ys.flops = 130
async_flop_share_pct = 0
synth_area_um2 = 8070
synth.avg_cell_area_um2 = 7.67
synth_top_area_share_pct = 32.2
synth.distinct_cells = 50
ys_warn_count = 0
synthTopCellsByCount = 220 x nand2_1, 160 x a21oi_1, 130 x dfxtp_1
synthCells = 1052
yosys_cells = 1052
ys_seq_share_pct = 32.2
ys_area_um2 = 8070
topCellsByArea = dfxtp_1 32%, ha_1 15%, nand2_1 10%
yosysTopAreaCell = dfxtp_1
top_cell = nand2_1
edf_count = 0
flop_cell = dfxtp_1

[cells_and_area]
finalInstanceArea_um2 = 9630
fin_cells = 1331
final_util_pct = 60.8
areaGrowthSynthToFinish_pct = 19.3
drive_above_1_share_pct = 6.37

[setup_path]
path_class = input port to output port
crit_start = pwm_only_v2_3[1]
r2r-end = pwm_only_v29[10]
reg2regPathDepth = 7
cp.required_ps = 3760
end_kind = output port
path_cells = buf_2 -> buf_4 -> nor2_1 -> a21oi_1 -> clkdlybuf4s50_1
cp_slowest_stage_delay_ps = 490
crit_fanout = 36
crit_slowest_cell = buf_2
timing.rr.start = pwm_only_v29[19]
rrSetupSlack_ps = 2320
crit_end = pwm_only_v2_4[31]
worstSetupStartpointType = input port
arrival_ps = 2590

[place]
placed_area_um2 = 8960
gp_congestion = 0.857
numPortBuffers = 77
dp_cells = 1299
dpl.hpwl_um = 14000

[clocking]
cts.sinks = 130
cts_setup_buffers = 0
holdBufCountCts = 0
ctsResizeCount = 0
clkTransAtPathRegs_ps = 60
cts_root_buf = clkbuf_16
clock.latency.late_pin_ps = 420
htree_num_levels = 4
cts_tree = done
cts_buffers = 17
cts_max_path_buffers = 2

[global_routing]
grt_pass1_wl_um = 32800
grt_max_degree = 55
antenna_found_initial = 0
grt_remaining_overflow = 0
grt_pass1_vias = 6410
grt_usage_pct = 25.4

[power]
power.leakage_nw = 3.77
irDropWorstVdd_v = 0.000264
powerDensity_nw_per_um2 = 311
power_mw = 2.99

[hold_path]
min_path_type = register to register

[run]
warnings = 27
cap_viol_max_count = 0

[run_status]
status = finished, final reports clean
[layout by cell type (no fill, tap or decap), types with 2 or more instances in the layout]
master,count
nor2_1,48
nand3b_1,2
xor2_1,14
clkdlybuf4s50_1,74
nor2b_1,4
and2_1,2
clkbuf_8,2
nand2_1,220
and2_0,2
nand4_1,23
o211ai_1,2
a21o_1,15
inv_1,99
bufinv_16,5
nor4_2,4
nor3_1,30
o21ai_0,15
and3_1,8
ha_1,98
buf_2,3
nor3b_1,2
nor4_4,2
xnor2_1,16
mux2i_1,32
or2_2,2
a21oi_1,160
nand3_1,14
clkbuf_16,17
nor4_1,7
dfxtp_1,130
and4_1,9
clkinv_4,4
clkinv_2,3
buf_4,12
nor3_2,9
nand2b_1,2
a211oi_1,2
a221oi_1,2
[state kept, by name (all words and copies together), names as in the netlist]
name / flops
pwm_only_v27: 32
pwm_only_v28: 32
pwm_only_v29: 32
pwm_only_v210: 1
pwm_only_v211: 1
pwm_only_v26: 32
[stage by stage]
stage / hold slack [ps] / setup WS, ps
after global placement: 459 / 1200
after global routing: 487 / 986
after detailed placement: 462 / 1170
after CTS: 472 / 1160
final: 471 / 1170
after floorplan: 448 / 2020
[routing by layer]
layer | vias up | global-route usage [%] | wire (um)
li1 | 3674 | - | -
met1 | 3223 | 40.2 | 10300
met2 | 113 | 39.0 | 8510
met3 | 12 | 3.66 | 821
met4 | 0 | 2.35 | 148
met5 | - | 0 | 0
[worst max-delay path, delay by kind of cell]
kind,cells,cell delay (ps)
buf+inv,3,1420
compound gates,1,130
simple gates,1,70
[final cells by class]
cell class	count	area, um^2
multi-input combinational	764	4850
fill	1423	6200
timing repair buffer	90	866
inverter	99	372
clock inverter	13	208
clock buffer	19	453
tap	216	270
sequential	130	2600
[report_power, final]
part,leakage [nW],switching [mW],internal (mW)
sequential,1.05,0.0272,1.13
clock,0.323,0.498,0.969
combinational,2.40,0.190,0.177
[cells by family after synthesis]
family | Yosys count | share of synthesized area, %
adder cells (fa/ha/maj) | 98 | 15.2
AND-OR/OR-AND | 207 | 14.0
AND/OR/NAND/NOR | 397 | 23.5
buffers and inverters | 158 | 7.84
XOR/XNOR | 30 | 3.26
multiplexers | 32 | 3.97
flip-flops | 130 | 32.2
[worst min path at each step]
stage,endpoint,from,cells after the start
after CTS,pwm_only_v27[9],pwm_only_v27[9],2
after global routing,pwm_only_v27[2],pwm_only_v27[2],2
final,pwm_only_v27[9],pwm_only_v27[9],2
No activity file was given, so power comes from the tool's default toggle rates.
